### ./run.sh
#!/bin/bash
# OpenROAD 26Q1-2900-gdf79404cd8, Yosys 0.63+post, stock flow scripts
make -C /OpenROAD-flow-scripts/flow DESIGN_CONFIG=/design/flow/config.mk WORK_HOME=/design/flow/orfs finish
### ./config.mk
export PLATFORM = sky130hd
export DESIGN_NAME = seven_segdisplay
export DESIGN_NICKNAME = seven_segdisplay
export VERILOG_FILES = /design/flow/design.v
export SDC_FILE = /design/flow/constraint.sdc
export NUM_CORES = 4
export LEC_CHECK = 1
export CORE_AREA = 10 10 70 70
export DIE_AREA = 0 0 80 80
### ./constraint.sdc
current_design seven_segdisplay

set clk_period 2.3
set clk_io_pct 0.2

create_clock -name clk0 -period $clk_period

set non_clock_inputs [all_inputs -no_clocks]
set_input_delay [expr $clk_period * $clk_io_pct] -clock clk0 $non_clock_inputs
set_output_delay [expr $clk_period * $clk_io_pct] -clock clk0 [all_outputs]
### ./design.v
module seven_segdisplay(
input logic reset,
input logic [3:0] s,
output logic [6:0] seg
);
always_comb begin 
   case(s)
		4'b0000 : seg	= 7'b0000001;  
		4'b0001 : seg= 7'b1001111;  
		4'b0010 : seg= 7'b0010010;  
		4'b0011 : seg= 7'b0000110;  
		4'b0100 : seg= 7'b1001100;  
		4'b0101 : seg= 7'b0100100;  
		4'b0110 : seg= 7'b0100000;  
		4'b0111 : seg= 7'b0001111;  
		4'b1000 : seg= 7'b0000000;  
		4'b1001 : seg= 7'b0000100;  
		4'b1010 : seg = 7'b0001000;  
		4'b1011 : seg = 7'b1100000;  
		4'b1100 : seg = 7'b0110001;  
		4'b1101 : seg = 7'b1000010;  
		4'b1110 : seg = 7'b0110000;  
		4'b1111 : seg = 7'b0111000;  
		default: seg = 7'b1111111;  
endcase
end
  endmodule
==> run_results.csv <==
group,metric,value,unit
worst_setup_path,worstPathArrival,1.79,ns
worst_setup_path,end_kind,"output port",
sta,report.final.slew_viol_count,0,
synthesis,largest_area_cell,"ha_1",
worst_hold_path,hp-class,"input pin to output port",
sta,relSlewSlack,87.9,%
route,wl_per_cell,6.87,um
global_routing,antenna_found_initial,0,
route,vias,279,
worst_setup_path,cp.required,1.84,ns
route,ant_nets,0,
die,initCoreUtil,7.88,%
synthesis,top_cell_area_share,32.6,%
global_routing,grt_pass1_vias,278,
final_layout,nClkBuffers,0,
power,switchingPower,27.3,uW
status,status,"completed",
route,diodes,0,
global_routing,grt_start_max_net_pins,11,
sta,rsz0062_at_grt,"false",
worst_hold_path,hp-start,"s[1]",
clock_network,postCtsHoldBufs,0,
placement,gp_congestion,0.725,
power,p_sw_share,37.7,%
sta,tightest_slew,0.182,ns
die,dieWidth,80,um
synthesis,ys_seq_share,0,%
die,core_region_area,0.00342,mm^2
worst_hold_path,min_path_cells,6,
die,die_area,0.00640,mm^2
synthesis,syn_area_per_cell,8.15,um^2
power,seq_power_share,0,%
synthesis,yosys_area,269,um^2
worst_setup_path,path_max_fanout,9,
run,log.warning_count,39,
placement,port_buffers,11,
worst_hold_path,hold_end,"seg[6]",
synthesis,netlist-cell-type-count,13,
power,ir_drop,0.0182,mV
route,via_per_inst,2.94,
synthesis,syn_inst,33,
synthesis,ys_cells,33,
final_layout,logic_area,245,um^2
die,boundaryPins,12,
power,p_int,45.1,uW
route,drt_iter0_markers,0,
global_routing,grt_overflow,0,
sta,final-hold-violation-count,0,
placement,dp_hpwl,575,um
route,totalWireLength,653,um
power,pwr-share-clk,0,%
route,drcViolationCount,0,
final_layout,fill_cells,392,
worst_setup_path,crit_type,"input pin to output port",
final_layout,seq_cells,0,
final_layout,synthToLayoutAreaGrowth,76.3,%
final_layout,drive_gt1_share,26.5,%
synthesis,synth-warning-count,1,
power,p_per_area,153,mW/mm^2
final_layout,instances_no_fill,95,
synthesis,synth_area,269,um^2
sta,hold_ws,1.53,ns
final_layout,flop_area,0,um^2
sta,fin_crit,2.25,ns
die,die_h,80,um
sta,fmax,444,MHz
sta,post-route-period-util,97.8,%
worst_setup_path,start_kind,"input pin",
global_routing,grt_pass1_wl,1100,um
power,power_leakage,0.228,nW
global_routing,grt_usage,1.90,%
die,rows,21,
synthesis,topCellsByArea,"ha_1, mux2i_1, mux4_2",
route,firstDrtPassIters,1,
sta,setup_viol,0,
placement,dpl.cell_count,95,
run,cap_violations,0,
power,pwr-share-comb,100.0,%
cells in the final DEF (no fill, tap or decap):
| cell | count |
|---|---|
| o21ai_1 | 2 |
| dlymetal6s2s_1 | 1 |
| a32o_1 | 1 |
| o211ai_1 | 1 |
| buf_4 | 5 |
| clkbuf_2 | 2 |
| mux2i_1 | 6 |
| a21oi_1 | 2 |
| nor2_1 | 5 |
| clkdlybuf4s50_1 | 6 |
| nand2_1 | 1 |
| buf_6 | 2 |
| dlygate4sd2_1 | 2 |
| nand2b_1 | 2 |
| inv_1 | 1 |
| inv_2 | 2 |
| mux4_2 | 1 |
| ha_1 | 6 |
| ha_2 | 1 |
worst max-delay path by stage:
stage,startpoint,slack [ns],to
4_1_cts,s[1],0.01,seg[6]
5_1_grt,s[2],0.001,seg[1]
6_report,s[2],0.05,seg[4]
cell type report:
type,count,area share [%]
multi-input combinational,28,51.7
timing repair buffer,18,33.8
inverter,3,2.37
tap,46,12.1
cell usage after synthesis:
cell      count
mux2i_1       6
inv_1         3
nand2_1       1
nor2_1        5
a32o_1        1
nand2b_1      2
o211ai_1      1
buf_6         1
o21ai_1       2
mux4_2        1
clkbuf_1      1
a21oi_1       2
ha_1          7
what timing repair did:
action                     CTS  global route
setup endpoints to repair    7             6
resized                      8             6
pin swaps                    0             1
setup buffers                0             0
cell families (layout without fill, tap and decap cells):
family / Yosys count / in the layout / share of synthesized area, %
AND/OR/NAND/NOR: 8 / 8 / 13.0
multiplexers: 7 / 7 / 30.7
adder cells (fa/ha/maj): 7 / 7 / 32.6
AND-OR/OR-AND: 6 / 6 / 14.0
buffers and inverters: 5 / 21 / 9.77
per-layer routing:
layer	wire length, um	share of wire, %	GRT usage (%)
met1	291	45	2.19
met4	0	0	0
met3	71	11	0.227
met2	289	44	3.77
met5	0	0	0
critical path, cell delays in order:
cell and delay, ns:
clkdlybuf4s50_1 0.52, buf_6 0.15, mux2i_1 0.18, clkdlybuf4s50_1 0.48
through the flow:
stage	setup WS (ns)	area (um^2)	total power [mW]	utilization, %	setup TNS (ns)
global placement	-0.383	474	0.0753	13.9	-1.66
detailed placement	-0.371	474	0.0760	13.9	-1.64
global route	0.00145	474	0.0810	13.9	0
CTS	0.0136	475	0.0743	13.9	0
finish	0.0499	474	0.0724	13.9	0
floorplan	0.610	269	0.0312	-	0
power by group through the flow:
stage	clock network, mW	registers [mW]	logic [mW]
after CTS	0	0	0.0743
after global routing	0	0	0.0810
final	0	0	0.0724
Power and IR drop assume default switching activity.
